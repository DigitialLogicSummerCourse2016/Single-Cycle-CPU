## design/flow/design.v

```verilog
module RegisterFile(reset, clk, WrC, AddrA, AddrB, AddrC, WriteDataC, ReadDataA, ReadDataB);
	input reset, clk;
	input WrC;
	input [4:0] AddrA, AddrB, AddrC;
	input [31:0] WriteDataC;
	output [31:0] ReadDataA;
	output [31:0] ReadDataB;
	reg [31:0] RF_data[31:1];
	assign ReadDataA = (AddrA == 5'b00000)? 32'h00000000: RF_data[AddrA];
	assign ReadDataB = (AddrB == 5'b00000)? 32'h00000000: RF_data[AddrB];
	integer i;
	always @(negedge reset or posedge clk)
		if (~reset)
			for (i = 1; i < 32; i = i + 1)
				RF_data[i] <= 32'h00000000;
		else if (WrC && (AddrC != 5'b00000))
			RF_data[AddrC] <= WriteDataC;
endmodule
```

## design/flow/run.sh

```bash
#!/bin/bash
# OpenROAD 26Q1-2900-gdf79404cd8, Yosys 0.63+post, stock flow scripts
make -C /OpenROAD-flow-scripts/flow DESIGN_CONFIG=/design/flow/config.mk WORK_HOME=/design/flow/orfs finish
```

## design/flow/config.mk

```make
export PLATFORM = sky130hd
export DESIGN_NAME = RegisterFile
export DESIGN_NICKNAME = RegisterFile
export VERILOG_FILES = /design/flow/design.v
export SDC_FILE = /design/flow/constraint.sdc
export NUM_CORES = 4
export LEC_CHECK = 1
export CORE_UTILIZATION = 40
```

## design/flow/constraint.sdc

```tcl
current_design RegisterFile

set clk_period 10.8
set clk_io_pct 0.2

create_clock -name clk0 -period $clk_period [get_ports {clk}]

set non_clock_inputs [all_inputs -no_clocks]
set_input_delay [expr $clk_period * $clk_io_pct] -clock clk0 $non_clock_inputs
set_output_delay [expr $clk_period * $clk_io_pct] -clock clk0 [all_outputs]
```

==> results.ini <==
[sta]
relSlewSlack_pct=24.8
max_freq_mhz=117
final.setup.tns_ps=0
min_period_ps=8530
hold_viol_final=0
fin_skew_ps=0
rsz0062_at_grt=no
finalSetupViolations=0
worst_pin_slew_ps=1130
slew_violations=0
timing.final.crit_share_pct=79.0

[floorplanning]
chip_area_um2=134000
fp-utilization_pct=40.3
num_rows=133
die_w_um=366
core_um2=132000
die_h_um=366
ioPinCount=114

[power]
peakVddDrop_mv=0.136
intPower_mw=7.68
seq_power_share_pct=47.2
power_density_nw_per_um2=181
pwr-share-clk_pct=37.6
combinationalPowerShare_pct=15.2
switching_share_pct=29.2
p_switching_mw=3.17
p_leak_nw=25.5

[place]
dp_cells=6519
routabilityCongestion=1.04
hpwl_um=153000
portBuffers=113

[synth]
edf_count=0
ys_seq_share_pct=46.8
ys_cells=4998
ys_types=75
syn_inst=4998
syn_area_per_cell_um2=10.6
yosys_area_um2=53100
synth-main-ff-cell=dfrtp_1
numSynthFlops=992
ys_warn_count=2
synth.cell_area_um2=53100
ys_async_sr_fraction_pct=100

[status]
status=finished clean

[detailed_routing]
vias_per_cell=7.17
firstDrtPassIters=8
ant_nets=0
routed_wl_um=260000
first_iter_violations=5974
num_vias=48300
drc=0
wl_per_cell_um=38.6

[final_layout]
final_cells=6739
largestRegisters=RF_data (992)
top_register=RF_data
area_growth_pct=13.0
drive_above_1_share_pct=30.3
largest_reg_flops=992
lay_top_cells=1133 x nand3_1, 996 x mux2_2, 992 x dfrtp_1, 290 x nand4_1, 220 x buf_4
lay_top_count=nand3_1

[worst_setup_path]
crit_path_end_kind=primary output
arrival_ps=6370
timing.rr.start=RF_data[9][16]
cp-startpoint=AddrA[0]
startpoint_type=input pin
critical_path_class=input pin to primary output
path_max_fanout=23
crit_required_ps=8640

[cts]
cts_resized=0
cts-hold-fix-buffers=0
cts_tree=yes
clk_pin_slew_worst_paths_ps=60
cts_root_buf=clkbuf_16
cts_num_sinks=992
post_cts_buffers=0
cts_buffer_depth=3
cts-buffers-inserted=110
clkLatencyLatePin_ps=730
htreeDepth=3

[grt]
grt_util_all_layers_pct=39.8
antenna_found_initial=16
first_global_vias=47139
grt_max_degree=128
overflow=0
grt_pass1_wl_um=365000

[hold_path]
hold_path.class=flip-flop to flip-flop
min_from=RF_data[22][27]

[flow_run]
tool_warnings=41
max-cap-violations=0

## logic make-up (layout without fill, tap and decap cells)
kind of cell / Yosys count / after routing / synth area share [%]
simple gates: 1904 / 1904 / 19.8
flops: 992 / 992 / 46.8
buf+inv: 577 / 548 / 4.79
other cells: 0 / 15 / 0
compound gates: 511 / 511 / 7.14
mux: 1014 / 1014 / 21.5
## per-stage QoR
stage	setup WS (ps)	util, %	power [mW]	instance area (um2)	hold WS [ps]
after floorplan	5080	-	5.89	53100	480
after global placement	2590	42.6	6.72	56000	502
after detailed placement	2550	42.6	6.75	56000	509
after CTS	2540	45.5	10.8	59900	525
after global routing	2320	45.5	11.2	59900	541
final	2270	45.6	10.9	60000	528
## layout make-up
cell class / count / area, um2
fillers: 12014 / 71700
multi-input cells: 3429 / 26100
flip-flops and latches: 992 / 24800
clock buffers: 152 / 3150
repair buffers: 341 / 2930
well taps: 1755 / 2200
clock inverters: 53 / 747
diodes: 15 / 37.5
inverters: 2 / 7.51
## layer usage
metal	track usage (%)	vias to the layer above	routed length, um
met4	25.3	26	21500
met1	50.5	24057	91400
li1	-	18747	-
met3	24.1	1253	43900
met5	0.712	-	455
met2	51.4	4217	103000
## worst paths after layout
check / slack [ps] / depth (start not counted) / endpoint
min reg2reg: 530 / 1 / RF_data[22][27]
min in group asynchronous: 1390 / 1 / RF_data[27][13]
max reg2reg: 9900 / 1 / RF_data[9][16]
min: 530 / 1 / RF_data[22][27]
max in group asynchronous: 6810 / 4 / RF_data[22][29]
max: 2270 / 11 / ReadDataA[27]
## power groups by stage
stage | combinational (mW) | sequential [mW] | clock (mW)
after global routing | 1.73 | 5.19 | 4.24
final | 1.65 | 5.12 | 4.08
after CTS | 1.61 | 5.09 | 4.10
## synth_stat cells (5+ instances only)
| cell | number | area [um2] |
|---|---|---|
| and4_1 | 27 | 236 |
| nor3_1 | 24 | 120 |
| buf_1 | 86 | 323 |
| nor2_2 | 5 | 31.3 |
| a31oi_1 | 53 | 332 |
| o31a_1 | 7 | 61.3 |
| and2_1 | 24 | 150 |
| o21ai_0 | 11 | 55.1 |
| mux2i_1 | 14 | 140 |
| dfrtp_1 | 992 | 24800 |
| a221oi_1 | 7 | 61.3 |
| a222oi_1 | 20 | 200 |
| nand2_1 | 57 | 214 |
| a2111oi_0 | 32 | 280 |
| nor3b_1 | 7 | 52.6 |
| and3b_1 | 11 | 96.3 |
| nor2b_1 | 14 | 87.6 |
| a211oi_1 | 5 | 37.5 |
| nor2_1 | 37 | 139 |
| buf_4 | 8 | 60.1 |
| buf_6 | 13 | 146 |
| nor4bb_1 | 8 | 80.1 |
| and3_1 | 132 | 826 |
| nand3b_1 | 8 | 60.1 |
| nand2b_1 | 9 | 56.3 |
| a22o_1 | 39 | 342 |
| a32o_1 | 6 | 60.1 |
| nor4_1 | 75 | 469 |
| nand4_1 | 290 | 1810 |
| clkbuf_1 | 268 | 1010 |
| nand3_1 | 1135 | 5680 |
| buf_2 | 200 | 1000 |
| mux2_2 | 996 | 11200 |
| a32oi_1 | 8 | 70.1 |
| a21oi_1 | 107 | 536 |
| a221o_1 | 29 | 290 |
| nor3b_2 | 5 | 62.6 |
| a22oi_1 | 156 | 1170 |
## critical path: stages
cell and delay [ps]:
buf_4 380, buf_4 440, buf_4 390, and3b_2 380
buf_4 330, and2_1 260, buf_4 310, a22o_1 250
a2111oi_0 540, a31oi_1 340, clkdlybuf4s50_1 500
No activity file was given, so power comes from the tool's default toggle rates.
