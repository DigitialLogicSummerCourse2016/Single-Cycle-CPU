### ./config.mk
export PLATFORM = sky130hd
export DESIGN_NAME = ROM
export DESIGN_NICKNAME = ROM
export VERILOG_FILES = /design/flow/design.v
export SDC_FILE = /design/flow/constraint.sdc
export NUM_CORES = 4
export LEC_CHECK = 1
export CORE_UTILIZATION = 50
export SYNTH_MEMORY_MAX_BITS = 65536
### ./design.v
`timescale 1ns/1ps
module ROM (addr,data);
input [30:0] addr;
output [31:0] data;
localparam ROM_SIZE = 256;
(* rom_style = "distributed" *) reg [31:0] ROMDATA[ROM_SIZE-1:0];
assign data=(addr[30:2] < ROM_SIZE)?ROMDATA[addr[30:2]]:32'b0;
integer i;
initial begin
ROMDATA[0] <= 32'b000010_00000_00000_00000_00000_000100;  
ROMDATA[1] <= 32'b000010_00000_00000_00000_00001_101010;  
ROMDATA[2] <= 32'b000010_00000_00000_00000_00000_000011;  
ROMDATA[3] <= 32'b000000_11111_00000_00000_00000_001000;  
ROMDATA[4] <= 32'b000101_10001_00000_00000_00000_000100;  
ROMDATA[5] <= 32'b100011_11100_01000_00000_00000_001000;  
ROMDATA[6] <= 32'b000101_01000_00000_00000_00000_000000;  
ROMDATA[7] <= 32'b001000_10001_10001_00000_00000_000001;  
ROMDATA[8] <= 32'b000000_00000_00000_00000_00000_001000;  
ROMDATA[9] <= 32'b001000_00000_01000_00000_00000_111111;  
ROMDATA[10] <= 32'b101011_00000_01000_00000_00000_000000;  
ROMDATA[11] <= 32'b001000_00000_01001_00000_00000_000110;  
ROMDATA[12] <= 32'b101011_00000_01001_00000_00000_000100;  
ROMDATA[13] <= 32'b001000_00000_01000_00000_00001_011011;  
ROMDATA[14] <= 32'b101011_00000_01000_00000_00000_001000;  
ROMDATA[15] <= 32'b001000_00000_01001_00000_00001_001111;  
ROMDATA[16] <= 32'b101011_00000_01001_00000_00000_001100;  
ROMDATA[17] <= 32'b001000_00000_01000_00000_00001_100110;  
ROMDATA[18] <= 32'b101011_00000_01000_00000_00000_010000;  
ROMDATA[19] <= 32'b001000_00000_01001_00000_00001_101101;  
ROMDATA[20] <= 32'b101011_00000_01001_00000_00000_010100;  
ROMDATA[21] <= 32'b001000_00000_01000_00000_00001_111101;  
ROMDATA[22] <= 32'b101011_00000_01000_00000_00000_011000;  
ROMDATA[23] <= 32'b001000_00000_01001_00000_00000_000111;  
ROMDATA[24] <= 32'b101011_00000_01001_00000_00000_011100;  
ROMDATA[25] <= 32'b001000_00000_01000_00000_00001_111111;  
ROMDATA[26] <= 32'b101011_00000_01000_00000_00000_100000;  
ROMDATA[27] <= 32'b001000_00000_01001_00000_00001_101111;  
ROMDATA[28] <= 32'b101011_00000_01001_00000_00000_100100;  
ROMDATA[29] <= 32'b001000_00000_01000_00000_00001_110111;  
ROMDATA[30] <= 32'b101011_00000_01000_00000_00000_101000;  
ROMDATA[31] <= 32'b001000_00000_01001_00000_00001_111100;  
ROMDATA[32] <= 32'b101011_00000_01001_00000_00000_101100;  
ROMDATA[33] <= 32'b001000_00000_01000_00000_00000_111001;  
ROMDATA[34] <= 32'b101011_00000_01000_00000_00000_110000;  
ROMDATA[35] <= 32'b001000_00000_01001_00000_00001_011110;  
ROMDATA[36] <= 32'b101011_00000_01001_00000_00000_110100;  
ROMDATA[37] <= 32'b001000_00000_01000_00000_00001_111011;  
ROMDATA[38] <= 32'b101011_00000_01000_00000_00000_111000;  
ROMDATA[39] <= 32'b001000_00000_01001_00000_00001_110001;  
ROMDATA[40] <= 32'b101011_00000_01001_00000_00000_111100;  
ROMDATA[41] <= 32'b001000_00000_10111_00000_00000_000001;  
ROMDATA[42] <= 32'b001111_00000_11100_01000_00000_000000;  
ROMDATA[43] <= 32'b101011_11100_00000_00000_00000_001000;  
ROMDATA[44] <= 32'b001000_00000_01001_00000_00000_000011;  
ROMDATA[45] <= 32'b101011_11100_01001_00000_00000_100000;  
ROMDATA[46] <= 32'b001111_00000_01101_11111_11111_111111;  
ROMDATA[47] <= 32'b001101_01101_01101_00111_10010_101111;  
ROMDATA[48] <= 32'b101011_11100_01101_00000_00000_000000;  
ROMDATA[49] <= 32'b101011_11100_01101_00000_00000_000100;  
ROMDATA[50] <= 32'b001000_00000_01110_00000_00000_000011;  
ROMDATA[51] <= 32'b101011_11100_01110_00000_00000_001000;  
ROMDATA[52] <= 32'b000010_00000_00000_00000_00000_110100;  
ROMDATA[53] <= 32'b001000_11101_11101_11111_11111_110000;  
ROMDATA[54] <= 32'b101011_11101_10100_00000_00000_001100;  
ROMDATA[55] <= 32'b101011_11101_10010_00000_00000_001000;  
ROMDATA[56] <= 32'b101011_11101_10011_00000_00000_000100;  
ROMDATA[57] <= 32'b101011_11101_11111_00000_00000_000000;  
ROMDATA[58] <= 32'b000100_00100_00000_00000_00000_100001;  
ROMDATA[59] <= 32'b000100_00101_00000_00000_00000_100010;  
ROMDATA[60] <= 32'b001000_00000_01001_00000_00000_000001;  
ROMDATA[61] <= 32'b000000_00100_01001_10010_00000_100100;  
ROMDATA[62] <= 32'b000000_00101_01001_10011_00000_100100;  
ROMDATA[63] <= 32'b001000_00000_01001_00000_00000_000001;  
ROMDATA[64] <= 32'b000000_10010_10011_01010_00000_100101;  
ROMDATA[65] <= 32'b000101_01001_01010_00000_00000_000100;  
ROMDATA[66] <= 32'b000000_10010_10011_01001_00000_100100;  
ROMDATA[67] <= 32'b000101_01001_00000_00000_00000_001100;  
ROMDATA[68] <= 32'b000100_10010_00000_00000_00000_000101;  
ROMDATA[69] <= 32'b000100_10011_00000_00000_00000_000111;  
ROMDATA[70] <= 32'b000000_00000_00100_00100_00001_000010;  
ROMDATA[71] <= 32'b000000_00000_00101_00101_00001_000010;  
ROMDATA[72] <= 32'b001000_10100_10100_00000_00000_000001;  
ROMDATA[73] <= 32'b000011_00000_00000_00000_00000_110101;  
ROMDATA[74] <= 32'b000000_00000_00100_00100_00001_000010;  
ROMDATA[75] <= 32'b000000_00101_00000_00101_00000_100000;  
ROMDATA[76] <= 32'b000011_00000_00000_00000_00000_110101;  
ROMDATA[77] <= 32'b000000_00000_00101_00101_00001_000010;  
ROMDATA[78] <= 32'b000000_00100_00000_00100_00000_100000;  
ROMDATA[79] <= 32'b000011_00000_00000_00000_00000_110101;  
ROMDATA[80] <= 32'b000000_00100_00101_01001_00000_101010;  
ROMDATA[81] <= 32'b000101_01001_00000_00000_00000_000101;  
ROMDATA[82] <= 32'b000000_00100_00101_01001_00000_100010;  
ROMDATA[83] <= 32'b000000_00000_01001_01001_00001_000010;  
ROMDATA[84] <= 32'b000000_01001_00000_00100_00000_100000;  
ROMDATA[85] <= 32'b000000_00101_00000_00101_00000_100000;  
ROMDATA[86] <= 32'b000011_00000_00000_00000_00000_110101;  
ROMDATA[87] <= 32'b000000_00101_00100_01001_00000_100010;  
ROMDATA[88] <= 32'b000000_00000_01001_01001_00001_000010;  
ROMDATA[89] <= 32'b000000_01001_00000_00101_00000_100000;  
ROMDATA[90] <= 32'b000000_00100_00000_00100_00000_100000;  
ROMDATA[91] <= 32'b000011_00000_00000_00000_00000_110101;  
ROMDATA[92] <= 32'b000000_00000_00101_00010_00000_100000;  
ROMDATA[93] <= 32'b000010_00000_00000_00000_00001_100000;  
ROMDATA[94] <= 32'b000000_00000_00100_00010_00000_100000;  
ROMDATA[95] <= 32'b000010_00000_00000_00000_00001_100000;  
ROMDATA[96] <= 32'b000100_10100_00000_00000_00000_000100;  
ROMDATA[97] <= 32'b000000_00000_00010_00010_00001_000000;  
ROMDATA[98] <= 32'b001000_00000_01001_00000_00000_000001;  
ROMDATA[99] <= 32'b000000_10100_01001_10100_00000_100010;  
ROMDATA[100] <= 32'b000010_00000_00000_00000_00001_100000;  
ROMDATA[101] <= 32'b101011_11100_00010_00000_00000_011000;  
ROMDATA[102] <= 32'b101011_11100_00010_00000_00000_001100;  
ROMDATA[103] <= 32'b001000_00000_01001_00000_00000_000011;  
ROMDATA[104] <= 32'b101011_11100_01001_00000_00000_100000;  
ROMDATA[105] <= 32'b000010_00000_00000_00000_00000_110100;  
ROMDATA[106] <= 32'b100011_11100_01111_00000_00000_100000;  
ROMDATA[107] <= 32'b001010_01111_01001_00000_00000_001000;  
ROMDATA[108] <= 32'b000101_01001_00000_00000_00000_001110;  
ROMDATA[109] <= 32'b100011_11100_10000_00000_00000_011100;  
ROMDATA[110] <= 32'b000101_10110_00000_00000_00000_000100;  
ROMDATA[111] <= 32'b000000_00000_10000_00100_00000_100000;  
ROMDATA[112] <= 32'b000000_00000_10000_11000_00000_100000;  
ROMDATA[113] <= 32'b001000_10110_10110_00000_00000_000001;  
ROMDATA[114] <= 32'b000000_11010_00000_00000_00000_001000;  
ROMDATA[115] <= 32'b000000_00000_10000_00101_00000_100000;  
ROMDATA[116] <= 32'b000000_00000_10000_11001_00000_100000;  
ROMDATA[117] <= 32'b000000_00000_00000_10110_00000_100000;  
ROMDATA[118] <= 32'b000000_00000_00000_10000_00000_100000;  
ROMDATA[119] <= 32'b001000_00000_01001_00000_00000_000001;  
ROMDATA[120] <= 32'b101011_11100_01001_00000_00000_100000;  
ROMDATA[121] <= 32'b001000_11010_11010_00000_00000_000100;  
ROMDATA[122] <= 32'b000000_11010_00000_00000_00000_001000;  
ROMDATA[123] <= 32'b001111_00000_01000_11111_11111_111111;  
ROMDATA[124] <= 32'b001101_01000_01000_11111_11111_111001;  
ROMDATA[125] <= 32'b100011_11100_01001_00000_00000_001000;  
ROMDATA[126] <= 32'b000000_01001_01000_01001_00000_100100;  
ROMDATA[127] <= 32'b101011_11100_01001_00000_00000_001000;  
ROMDATA[128] <= 32'b000000_00000_10111_01010_01000_000000;  
ROMDATA[129] <= 32'b001010_01010_01111_00000_10000_000000;  
ROMDATA[130] <= 32'b000101_01111_00000_00000_00000_000111;  
ROMDATA[131] <= 32'b001010_01010_01110_00001_00000_000000;  
ROMDATA[132] <= 32'b000101_01110_00000_00000_00000_000011;  
ROMDATA[133] <= 32'b001100_11000_01100_00000_00011_110000;  
ROMDATA[134] <= 32'b000000_00000_01100_01100_00100_000010;  
ROMDATA[135] <= 32'b000010_00000_00000_00000_00010_010000;  
ROMDATA[136] <= 32'b001100_11000_01100_00000_00000_001111;  
ROMDATA[137] <= 32'b000010_00000_00000_00000_00010_010000;  
ROMDATA[138] <= 32'b001010_01010_01110_00000_01000_000000;  
ROMDATA[139] <= 32'b000101_01110_00000_00000_00000_000011;  
ROMDATA[140] <= 32'b001100_11001_01100_00000_00011_110000;  
ROMDATA[141] <= 32'b000000_00000_01100_01100_00100_000010;  
ROMDATA[142] <= 32'b000010_00000_00000_00000_00010_010000;  
ROMDATA[143] <= 32'b001100_11001_01100_00000_00000_001111;  
ROMDATA[144] <= 32'b000000_00000_01100_01100_00010_000000;  
ROMDATA[145] <= 32'b100011_01100_01100_00000_00000_000000;  
ROMDATA[146] <= 32'b000000_01010_01100_01010_00000_100000;  
ROMDATA[147] <= 32'b101011_11100_01010_00000_00000_010100;  
ROMDATA[148] <= 32'b000000_00000_10111_10111_00001_000000;  
ROMDATA[149] <= 32'b001010_10111_01110_00000_00000_001001;  
ROMDATA[150] <= 32'b000101_01110_00000_00000_00000_000001;  
ROMDATA[151] <= 32'b001000_00000_10111_00000_00000_000001;  
ROMDATA[152] <= 32'b100011_11100_01001_00000_00000_001000;  
ROMDATA[153] <= 32'b001101_01001_01001_00000_00000_000010;  
ROMDATA[154] <= 32'b101011_11100_01001_00000_00000_001000;  
ROMDATA[155] <= 32'b000000_11010_00000_00000_00000_001000;  
		for (i=156;i<ROM_SIZE;i=i+1) begin
			ROMDATA[i] <= 32'b0;
		end
end
endmodule
### ./run.sh
#!/bin/bash
# OpenROAD 26Q1-2900-gdf79404cd8, Yosys 0.63+post, stock flow scripts
make -C /OpenROAD-flow-scripts/flow DESIGN_CONFIG=/design/flow/config.mk WORK_HOME=/design/flow/orfs finish
### ./constraint.sdc
current_design ROM

set clk_period 4.2
set clk_io_pct 0.2

create_clock -name clk0 -period $clk_period

set non_clock_inputs [all_inputs -no_clocks]
set_input_delay [expr $clk_period * $clk_io_pct] -clock clk0 $non_clock_inputs
set_output_delay [expr $clk_period * $clk_io_pct] -clock clk0 [all_outputs]
==> Flow_metrics.wiki <==
== Implementation results ==
{| class="wikitable"
! Metric !! Value
|-
| Biggest fanout along the worst timing path || 33
|-
| Leakage dissipation || about 2.6 nW
|-
| Data required time of the critical path || 3360 ps
|-
| Detailed placement HPWL || about 19000 um
|-
| Startpoint of the tightest hold check path || addr[4]
|-
| Chip area from the yosys synthesis statistics || 4450 um^2
|-
| Maximum clock rate || roughly 0.24 GHz
|-
| Number of buffers added to fix hold violations after cts || 0
|-
| DRC errors left || 0
|-
| Initial antenna violation count || 0
|-
| Kind of start point of the critical path || input port
|-
| Number of warnings in the stage logs || 47
|-
| Global-route wire length before repair || just over 40000 um
|-
| Startpoint of the worst setup timing path || addr[5]
|-
| Sequential-to-total area share from yosys stat || 0
|-
| Path type of the worst setup path || in -> out
|-
| Number of top-level pins || approximately 63
|-
| Transition at the pin with the smallest max-transition slack || around 810 ps
|-
| Worst Path Arrival || 3340 ps
|-
| Setup total negative slack || 0 ps
|-
| Post-Syn Area per Cell || about 6 um^2
|-
| Area fraction of the dominant cell type after synthesis || 0.0877
|-
| Routed via count || roughly 7800
|-
| Xor/xnor cell area share of the yosys netlist || 0.00590
|-
| Main combinational cell family by area after synthesis || AND-OR/OR-AND gates
|-
| WL per Instance || 27.3 um
|-
| Row Count || 34
|-
| Adder-cell share of the synthesized area || 0.0365
|-
| FP Util || 0.513
|-
| Final hold slack || 2500 ps
|-
| Post-synth design cell area || ~4500 um^2
|-
| Leftover overflow at the end of global routing || 0
|-
| Max-slew violation count || 0
|-
| Areal power density over the cells || ~110 nW/um^2
|-
| Post-placement setup slack || -265 ps
|-
| Fill cell count || 703
|-
| Series of cell instances along the critical path || buf_4 > xnor2_1 > buf_4 > a221o_1 > a21oi_1 > a2111o_1 > a21oi_1 > clkdlybuf4s50_1
|-
| Die Height || 96.3 um
|-
| Status || completed
|-
| DRC marker count from the first detailed-route iteration || about 1800
|-
| Ant diodes || 0
|-
| Mux share of post-synthesis cell area || 0.0256
|-
| Max-cap check violation count || 0
|-
| Final cycle utilization of the critical path || 0.996
|-
| Yosys warning count || 1
|-
| Slowest cell on the critical path || xnor2_1
|-
| Total cells reported by yosys after synthesis || ~750
|-
| Area enclosed by the die boundary || slightly above 9000 um^2
|-
| Synthesized instance count || around 750
|-
| Average vias per placed instance || roughly 7.7
|-
| Antenna Nets Post-Route || 0
|-
| Classification of the worst-slack hold path || in -> out
|-
| Top cell type by instance count after synthesis || a21oi_1
|-
| Post-route cell area || between 6000 and 7000 um^2
|-
| Worst setup slack after layout || 16.8 ps
|-
| Routability congestion estimate from global placement || ~1.3
|-
| Global-route usage over all layers || 0.624
|-
| Number of global-route vias before repair || 7065
|-
| Slowest cell delay on critical path || 710 ps
|-
| Yosys simple share || 0.322
|-
| Maximum number of pins on one net before global-route repair || 39
|-
| Utilization after layout || 0.757
|-
| Setup crit end kind || output pin
|-
| Minimum clock period after layout || 4180 ps
|-
| Unrepaired setup endpoints after global routing || false
|-
| Iteration tally of the first detailed-router pass || 15
|-
| Detailed Route WL || 27500 um
|-
| Instance area at placement || approximately 6300 um^2
|-
| Total of endpoints with negative setup slack in the final report || 0
|-
| P&R area growth vs syn || 47.7%
|-
| Clock buf count || 0
|-
| Most common library cells after synthesis || a21oi_1, o21ai_0, nand2_1
|-
| VDD IR max || 0.115 mV
|-
| Area of the core region || just under 9000 um^2
|-
| AO/OA Area Share || 0.501
|-
| IO buf count || 60
|-
| Die span in x || roughly 96 um
|-
| Count of sequential standard cells || 0
|-
| Layout cells sized above 1 || 0.280
|-
| Number of distinct standard cells referenced by the synthesized netlist || 68
|-
| Sequential cell area in the final layout || 0 um^2
|-
| Worst rel slew slack || 0.454
|-
| Final hold vios || 0
|-
| Cell types occupying the most area after synthesis || a21oi_1, o21ai_0, nand2_1
|-
| Cell taking the most area after synthesis || a21oi_1
|}
## cell families after synthesis
kind of cell | count (synthesis)
AND-OR/OR-AND | 332
AND/OR/NAND/NOR | 278
buffers and inverters | 110
adder cells (fa/ha/maj) | 13
multiplexers | 11
XOR/XNOR | 3
other | 1
## layout by cell type, fill, tap and decap left out, types with 10 or more instances in the layout
cell type	netlist	routed
inv_1	12	11
a21oi_1	78	74
nand2b_1	34	31
a211oi_1	15	11
o311a_1	14	14
o211ai_1	20	20
nor2b_1	25	23
a21o_1	10	10
nor2_1	57	56
o21ai_0	75	66
nor3_1	25	24
clkdlybuf4s50_1	0	48
nand2_1	58	57
a31oi_1	18	16
nand3_1	19	19
buf_4	5	177
nor4_1	13	12
## where the power goes
| part | total [mW] | switching [mW] | internal [mW] |
|---|---|---|---|
| registers | 0 | 0 | 0 |
| clock network | 0 | 0 | 0 |
| logic | 0.739 | 0.444 | 0.295 |
## worst paths after layout
check	endpoint	cells past startpoint	slack (ps)
setup / recovery	data[15]	8	20
hold / removal	data[0]	6	2500
## repair_timing
item	CTS	global route
setup endpoints to repair	30	27
gates cloned	0	0
pin swaps	13	9
gates resized	53	30
setup buffers	2	1
## final cells by class
class / count / area [um^2] / share of cell area
inverter: 13 / 48.8 / 0.00742
multi-input combinational: 638 / 4230 / 0.644
tap: 108 / 135 / 0.0206
timing repair buffer: 250 / 2160 / 0.328
## per-layer routing
layer / share of wire / vias up / global-route usage / routed length [um]
met5: 0.0055 / - / 0.280 / 151
met4: 0.11 / 6 / 0.423 / 3160
met3: 0.20 / 348 / 0.456 / 5590
met2: 0.35 / 914 / 0.782 / 9630
met1: 0.33 / 3322 / 0.704 / 9010
li1: - / 3179 / - / -
## worst max-delay path, delay by kind of cell
family	cells	cell delay (ps)
buf+inv	3	980
compound gates	4	780
xor+xnor	1	710
## stage by stage
| stage | instances | total power, mW |
|---|---|---|
| floorplan | 748 | 0.339 |
| global placement | 1006 | 0.630 |
| detailed placement | 1006 | 0.632 |
| CTS | 1008 | 0.657 |
| global route | 1009 | 0.760 |
| finish | 1009 | 0.739 |
Power is estimated from default activity; no workload was simulated.
